===== flow/design.v =====
`timescale 1ns / 1ps
module adder(
    input wire clk,
    input wire rst,
    input wire num1_stb,
    input wire num2_stb,
    input signed [31:0] num1,
    input signed [31:0] num2,
    output reg signed [31:0] result,
    output reg result_ack,
    output reg num1_ack,
    output reg num2_ack
);
    reg signed [31:0] temp_result;
    reg [1:0] state;
    always @(posedge clk or posedge rst) begin
        if (rst) begin
            result <= 32'b0;             
            temp_result <= 32'b0;
            result_ack <= 1'b0;
            num1_ack <= 1'b0;
            num2_ack <= 1'b0;
            state <= 2'b01;              
        end else begin
            case(state)
                2'b01: begin
                    if (num1_stb && num2_stb) begin
                        temp_result <= num1 + num2;
                        num1_ack <= 1'b1;
                        num2_ack <= 1'b1;
                        state <= 2'b11;   
                    end else begin
                        num1_ack <= 1'b0;
                        num2_ack <= 1'b0;
                        result_ack <= 1'b0;
                        state <= 2'b01;
                    end
                end
                2'b11: begin
                    if (num1[31] == num2[31]) begin
                        if (temp_result[31] != num1[31]) begin
                            if (num1[31] == 0)
                                result <= 31'b0111_1111_1111_1111_1111_1111_1111_1111;  
                            else
                                result <= 16'b1000_0000_0000_0000_0000_0000_0000_0000;  
                        end else begin
                            result <= temp_result[31:0];  
                        end
                    end else begin
                        result <= temp_result[31:0];  
                    end
                    result_ack <= 1'b1;
                    state <= 2'b01;   
                end
                default: state <= 2'b01;  
            endcase
        end
    end
endmodule
`timescale 1ns / 1ps
module handler #(parameter r_a=2,r_b=4,c_a=4,c_b=2)( 
    input start,
    input clk,
    input rst,
    input signed [15:0] a_in,
    input signed [15:0] b_in,
	 output reg done,
	 output [31:0]result,
	 output [31:0]res_i,
	 output [31:0]res_j,
	 output res_ack
);
    reg signed [15:0] temp_a[((r_a*c_a)*2)-1:0];
    reg signed [15:0] temp_b[((r_b*c_b)*2)-1:0];
    reg [31:0] i;
    reg [31:0] j;
    wire mul_res_ack;
    wire [31:0] a_i;
    wire [31:0] a_j;
    wire [31:0] b_i;
    wire [31:0] b_j;
    wire [31:0] res_i;
    wire [31:0] res_j;
    reg [15:0] a_val;
    reg [15:0] b_val;
    reg ready;
    reg first_cycle;
	 reg [31:0]count_done;
    always @(posedge clk or posedge rst) begin
        if (rst) begin
            i <= 0;
            j <= 0;
            a_val <= 0;
            b_val <= 0;
            ready <= 0;
            first_cycle <= 1;  
        end else begin
            if (i < ((r_a*c_a)*2)) begin
                temp_a[i] <= a_in;
                temp_b[i] <= b_in;
                i <= i + 1;
                ready <= 1;  
            end
				if (first_cycle) begin
                        a_val <= a_in;  
                        b_val <= b_in;
                        first_cycle <= 0;  
								j<=j+1;
                    end 
            if (ready) begin
                if (acknow) begin
                        a_val <= temp_a[j];
                        b_val <= temp_b[j];
                        j <= j + 1;
                end
            end
        end
    end
	 always@(posedge clk or posedge rst)begin
		if(rst)begin
			count_done<=0;
			done<=0;
		end
		else begin
			if(res_ack)begin
				count_done<=count_done+1;
			end
			if(count_done==5)begin
				done<=1;
			end
		end		
	 end
    matrix_mul MULL (
        .clk(clk), 
        .rst(rst), 
        .start(start && ready),  
        .a_in(a_val), 
        .b_in(b_val), 
        .done(done),
        .res_ack(res_ack),
		  .result(result),
        .a_i(a_i), 
        .a_j(a_j), 
        .b_i(b_i), 
        .b_j(b_j), 
        .res_i(res_i), 
        .res_j(res_j),
        .acknow(acknow)
    );
endmodule
`timescale 1ns / 1ps
module matrix_mul #(parameter r_a=2,r_b=4,c_a=4,c_b=2)
(
    input clk,
    input rst,
    input start,
    input signed [15:0] a_in,
    input signed [15:0] b_in,
    output reg done,
    output reg res_ack,
    output reg [31:0] result,
    output [31:0] a_i, a_j, b_i, b_j, res_i, res_j,
    output acknow
);
    reg signed [31:0] sum;
    reg [31:0] k, i, j;
    reg [31:0] prev_i, prev_j;   
    reg signed [15:0] a_val, b_val;
    reg [2:0] state;
    reg first_input_load;
    assign a_i = i;
    assign a_j = k;
    assign b_i = k;
    assign b_j = j;
    assign res_i = prev_i;   
    assign res_j = prev_j;   
    reg mul_num1_stb, mul_num2_stb, add_num1_stb, add_num2_stb;
    wire mul_num1_ack, mul_num2_ack, add_num1_ack, add_num2_ack;
    wire signed [31:0] mul_result, add_result;
    assign acknow = add_result_ack;
    multiplier mul (
        .clk(clk),
        .rst(rst),
        .num1(a_val),
        .num2(b_val),
        .num1_stb(mul_num1_stb),
        .num2_stb(mul_num2_stb),
        .num1_ack(mul_num1_ack),
        .num2_ack(mul_num2_ack),
        .result_ack(mul_result_ack),
        .result(mul_result)
    );
    adder add (
        .clk(clk),
        .rst(rst),
        .num1_stb(add_num1_stb),
        .num2_stb(add_num2_stb),
        .num1(sum),
        .num2(mul_result),
        .result(add_result),
        .result_ack(add_result_ack),
        .num1_ack(add_num1_ack),
        .num2_ack(add_num2_ack)
    );
    always @(posedge clk or posedge rst) begin
        if (rst) begin
            i <= 0;
            j <= 0;
            k <= 0;
            sum <= 0;
            done <= 0;
            state <= 3'b001;
            first_input_load <= 1;
            prev_i <= 0;   
            prev_j <= 0;   
        end else begin
            prev_i <= i;
            prev_j <= j;
            case(state)
                3'b001: begin
                    if (start) begin
                        if (first_input_load) begin
                            first_input_load <= 0;
                            state <= 3'b001;
                        end else begin
                            if (k < c_a) begin
                                a_val <= a_in;
                                b_val <= b_in;
                                k <= k + 1;
                                mul_num1_stb <= 1;
                                mul_num2_stb <= 1;
                                state <= 3'b010;
                                res_ack <= 0;
                            end else begin
                                result <= sum;
                                res_ack <= 1;
                                sum <= 0;
                                k <= 0;
                                if (j < c_b-1) begin
                                    j <= j + 1;
                                end else if (i < r_a-1) begin
                                    j <= 0;
                                    i <= i + 1;
                                end else begin
                                    done <= 1;
                                    state <= 3'b111;
                                end
                                state <= 3'b001;
                            end
                        end
                    end
                end
                3'b010: begin
                    if (mul_num1_ack && mul_num2_ack) begin
                        mul_num1_stb <= 0;
                        mul_num2_stb <= 0;
                        state <= 3'b011;
                    end
                end
                3'b011: begin
                    if (mul_result_ack) begin
                        add_num1_stb <= 1;
                        add_num2_stb <= 1;
                        state <= 3'b100;
                    end
                end
                3'b100: begin
                    if (add_num1_ack && add_num2_ack) begin
                        add_num1_stb <= 0;
                        add_num2_stb <= 0;
                    end
                    if (add_result_ack) begin
                        sum <= add_result;
                        state <= 3'b001;
                    end
                end
                3'b111: begin
                    done <= 0;
                    state <= 3'b001;
                end
                default: state <= 3'b001;
            endcase
        end
    end
endmodule
`timescale 1ns / 1ps
module multiplier(
    input clk,
    input rst,
    input signed [15:0] num1,
    input signed [15:0] num2,
    input num1_stb,
    input num2_stb,
    output reg num1_ack,
    output reg num2_ack,
    output reg result_ack,
    output reg signed [31:0] result
);
always @(posedge clk or posedge rst) begin
    if (rst) begin
        result <= 32'b0;   
        result_ack <= 1'b0;
        num1_ack <= 1'b0;
        num2_ack <= 1'b0;
    end else begin
        if (num1_stb && num2_stb) begin
            result <= num1 * num2;
            num1_ack <= 1'b1;
            num2_ack <= 1'b1;
            result_ack <= 1'b1;
        end else begin
            num1_ack <= 1'b0;
            num2_ack <= 1'b0;
            result_ack <= 1'b0;
        end
    end
end
endmodule

===== flow/run.sh =====
#!/bin/bash
# OpenROAD 26Q1-2900-gdf79404cd8, Yosys 0.63+post, stock flow scripts
make -C /OpenROAD-flow-scripts/flow DESIGN_CONFIG=/design/flow/config.mk WORK_HOME=/design/flow/orfs finish

===== flow/config.mk =====
export PLATFORM = sky130hd
export DESIGN_NAME = handler
export DESIGN_NICKNAME = handler
export VERILOG_FILES = /design/flow/design.v
export SDC_FILE = /design/flow/constraint.sdc
export NUM_CORES = 4
export LEC_CHECK = 1
export CORE_UTILIZATION = 50

===== flow/constraint.sdc =====
current_design handler

set clk_period 11.6
set clk_io_pct 0.2

create_clock -name clk0 -period $clk_period [get_ports {clk}]

set non_clock_inputs [all_inputs -no_clocks]
set_input_delay [expr $clk_period * $clk_io_pct] -clock clk0 $non_clock_inputs
set_output_delay [expr $clk_period * $clk_io_pct] -clock clk0 [all_outputs]

==> CHANGELOG.md <==
## Implementation

- Main logic family: adder cells
- EDFF count, synth: between 500 and 600
- Chip Area, Yosys: ~47,000 um2
- Cell Type Count: ~71
- Ao+oa area frac: 0.09471
- Adder share: 0.1465
- Ys async rst share: 0.4098
- Synth Warn #: 10
- Number of cells in Yosys stat: approximately 3,700
- Synth Register Bits: 981
- Tool error message: ERROR: Found 1 problems in 'check -assert'.
- Simple Share, Synth: 0.09490
- Last stage: synthesis
- XOR/XNOR Area Share: 0.01660
- Sequential area share after synthesis: 0.5845
- Multiplexer share: 0.01572
- Ys flop type: edfxtp_1
- Status: stopped before the end
## cells by family after synthesis
family	Yosys count
AND-OR/OR-AND	645
XOR/XNOR	89
adder cells (fa/ha/maj)	392
buffers and inverters	583
flip-flops	981
multiplexers	70
other	1
AND/OR/NAND/NOR	908
## cell usage after synthesis, types with 48 or more instances
cell type	number	area, um2
nand4_1	62	387.9
a221oi_1	58	508.0
nor2_1	199	747.0
ha_1	129	1614
a22oi_1	73	548.0
a22o_1	65	569.3
fa_1	263	5265
and2_1	146	913.4
a21oi_1	120	600.6
dfrtp_1	398	9960
clkbuf_1	186	698.2
o21ai_0	131	655.6
nand2_1	295	1107
edfxtp_1	579	17390
inv_1	378	1419
and3_1	48	300.3
xnor2_1	70	613.1
